## design/flow/run.sh

```bash
#!/bin/bash
# OpenROAD 26Q1-2900-gdf79404cd8, Yosys 0.63+post, stock flow scripts
make -C /OpenROAD-flow-scripts/flow DESIGN_CONFIG=/design/flow/config.mk WORK_HOME=/design/flow/orfs finish
```

## design/flow/config.mk

```make
export PLATFORM = sky130hd
export DESIGN_NAME = ColorDetect
export DESIGN_NICKNAME = ColorDetect
export VERILOG_FILES = /design/flow/design.v
export SDC_FILE = /design/flow/constraint.sdc
export NUM_CORES = 4
export LEC_CHECK = 1
export CORE_UTILIZATION = 30
```

## design/flow/constraint.sdc

```tcl
current_design ColorDetect

set clk_period 337.8
set clk_io_pct 0.2

create_clock -name clk0 -period $clk_period [get_ports {clk}]

set non_clock_inputs [all_inputs -no_clocks]
set_input_delay [expr $clk_period * $clk_io_pct] -clock clk0 $non_clock_inputs
set_output_delay [expr $clk_period * $clk_io_pct] -clock clk0 [all_outputs]
```

## design/flow/design.v

```verilog
`timescale 1ns / 1ps
module ColorDetect(
    input reset_n,
    input clk,
    input enable,
    input [23:0] DATA_IN,
    input DATA_IN_VALID,
    input [10:0] X_VALUE,
    input [9:0] Y_VALUE,
    input [1:0] COLOR,
	input [31:0] FRAME_WAIT,
    output [31:0] COORDINATE,
    output READY
    );
    reg ready;
    reg frame_count;
    wire EN;
    integer x_sum, y_sum, counter;
    Internal_EN dut (
        .CLK(clk),
        .RESET(reset_n),
        .EN_IN(enable),
        .NEW_FRAME(DATA_IN_VALID && (X_VALUE == 11'b0) && (Y_VALUE == 10'b0)),
        .FRAME_WAIT(FRAME_WAIT),
        .EN_OUT(EN)
    );
    always @(posedge clk)
    begin
        if (!reset_n || !EN)
        begin
            x_sum <= 0;
            y_sum <= 0;
            counter <= 0;
            ready <= 1'b0;
        end        
        else if (EN && DATA_IN_VALID)
        begin
            case (COLOR)
            2'b00 :      
                if ( DATA_IN[23:16] >= 180      
                    && DATA_IN[15:8] <= 80       
                    && DATA_IN[7:0] <= 80 )     
                begin     
                    x_sum <= x_sum + X_VALUE;
                    y_sum <= y_sum + Y_VALUE;
                    counter <= counter + 1;
                end
            2'b01 :      
                if ( DATA_IN[23:16] < 80       
                    && DATA_IN[15:8] > 180      
                    && DATA_IN[7:0] < 80 )     
                begin     
                    x_sum <= x_sum + X_VALUE;
                    y_sum <= y_sum + Y_VALUE;
                    counter <= counter + 1;
                end
            2'b10 :      
                if ( DATA_IN[23:16] < 80       
                    && DATA_IN[15:8] < 80       
                    && DATA_IN[7:0] > 180 )    
                begin     
                    x_sum <= x_sum + X_VALUE;
                    y_sum <= y_sum + Y_VALUE;
                    counter <= counter + 1;
                end
            2'b11 :      
                if ( DATA_IN[23:16] > 200      
                    && DATA_IN[15:8] > 200      
                    && DATA_IN[7:0] < 80 )     
                begin     
                    x_sum <= x_sum + X_VALUE;
                    y_sum <= y_sum + Y_VALUE;
                    counter <= counter + 1;
                end                 
            endcase
        end
        if( X_VALUE == 1279 && Y_VALUE == 719 ) begin   
            ready <= 1'b1;            
        end 
		if (ready) begin	
			ready <= 1'b0;
		end
    end  
    assign COORDINATE[31:16] = x_sum / counter;  
    assign COORDINATE[15:0] = y_sum / counter;  
    assign READY = ready;
endmodule
module Internal_EN(
    input CLK,
    input RESET,
    input EN_IN,
    input NEW_FRAME,
    input [31:0] FRAME_WAIT,
    output EN_OUT
    );
    reg en_out;
    integer frames;   
    always @ (posedge CLK) begin
        if (!EN_IN || !RESET) begin
            en_out <= 1'b0;
            frames <= 0;
        end
        else if (EN_IN) begin
            if (frames == FRAME_WAIT) begin
                frames <= 0;
                en_out <= 1'b1;
            end
            else if (NEW_FRAME) begin
                frames <= frames + 1;
                en_out <= 1'b0;
            end
            else begin
                en_out <= 1'b0;
            end
        end
        else begin
            en_out <= 1'b0;
        end
    end
    assign EN_OUT = en_out;    
endmodule
```

==> flow_summary.json <==
{
  "grtUsageTotal_pct": 23.49,
  "slew_headroom_pct": 14.06,
  "hold-path-endpoint": "ready",
  "area_growth_pct": 9.053,
  "coreArea_sq_mm": 0.2178,
  "overflow": 0,
  "grt_max_degree": 67,
  "ant_nets": 0,
  "edf_count": 0,
  "rr_worst_depth": 18,
  "worstSetupStartpointType": "flip-flop",
  "top_cell": "ha_1",
  "setup_viol": 0,
  "port_buffers": 115,
  "ys_seq_elements": 130,
  "cts_buffer_depth": 2,
  "cts_setup_buffers": 0,
  "boundaryPins": 116,
  "clock_sinks": 130,
  "reg2reg_slack_ns": 332.68,
  "critPathMaxStageDelay_ns": 1.03,
  "synthCells": 9582,
  "cts_max_level": 4,
  "ir_worst_vdd_mv": 0.002486,
  "seq_area_sq_mm": 0.002604,
  "hp-start": "ready",
  "yosys.area.top_type": "ha_1",
  "slowest_stage": "nor3_1",
  "root_buffer": "clkbuf_16",
  "warning_count": 30,
  "yosys_area_sq_mm": 0.06601,
  "tightestPinTransition_ns": 1.279,
  "endpoint_kind": "output port",
  "grt_pass1_vias": 65830,
  "ff_type": "dfxtp_1",
  "viasPerCell": 5.787,
  "postCtsHoldBufs": 0,
  "postCtsResizedCells": 0,
  "total_power_mw": 0.03510,
  "n_fill_cell": 23450,
  "rsz0062_at_grt": "false",
  "reg2reg_to": "x_sum[30]",
  "crit_required_ns": 270.24,
  "yosysTopAreaCellShare_pct": 20.62,
  "power_density_mw_per_mm2": 0.4877,
  "chipHeight_um": 471.1,
  "syn_area_sq_mm": 0.06601,
  "maxSlewViolCount": 0,
  "drt_wl_total_um": 265400,
  "common_cells": "ha_1, nor2_1, nand2_1, a21oi_1, xnor2_1",
  "leakage_nw": 33.20,
  "drc_errors": 0,
  "crit_path_frequent_cell": "ha_1",
  "yosys_warnings": 2,
  "fin_util_pct": 33.05,
  "gp_congestion": 1.041,
  "period_used_pct": 49.65,
  "hold-path-cell-count": 1,
  "fp_util_pct": 30.31,
  "hpwl_um": 214700,
  "die_w_um": 471.1,
  "cts_made_buffers": 17,
  "critPathArrivalTime_ns": 100.17,
  "fin_tns_setup_ns": 0,
  "routedWlPerCell_um": 21.31,
  "topCellsByArea": "ha_1, xnor2_1, a21oi_1, nor2_1, nand2_1",
  "synthArstFlopShare_pct": 0,
  "syn_avg_cell_area_sq_um": 6.889,
  "clk_pin_slew_worst_paths_ns": 0.06,
  "finalCriticalPeriod_ns": 167.73,
  "dr.first_iter.drc_count": 6497,
  "hold_violations": 0,
  "ys_cells": 9582,
  "rr_startpoint": "x_sum[0]",
  "hp-class": "flip-flop to flip-flop",
  "ys_seq_share_pct": 3.943,
  "dieArea_sq_mm": 0.2219,
  "first_pass_iters": 6,
  "path_class": "flip-flop to output port",
  "status": "complete, no violations",
  "fmax_mhz": 5.962,
  "cts_tree": "yes",
  "vias": 72080,
  "grt_pass1_wl_um": 402500,
  "rows": 171,
  "synth.distinct_cells": 110,
  "antenna_found_initial": 3,
  "area.combinational_sq_mm": 0.06119,
  "drive_gt1_share_pct": 6.503,
  "crit_fanout": 66,
  "maxCapViolCount": 0,
  "clock_latency_ns": 0.47,
  "fin_worst_skew_ns": 0.01308
}
[cells by family (layout without fill, tap and decap cells)]
group	after synthesis	in the layout	synth area share, %
adder cells (fa/ha/maj)	1090	1090	20.68
other	0	5	0
multiplexers	196	196	3.213
AND-OR/OR-AND	2951	2951	29.57
XOR/XNOR	949	949	12.60
buffers and inverters	694	707	4.043
AND/OR/NAND/NOR	3572	3572	25.94
flip-flops	130	130	3.943
[cells in the final DEF, fill, tap and decap left out, types with 85 or more instances in the layout]
| cell | n |
|---|---|
| and3_1 | 115 |
| a21oi_1 | 791 |
| o31ai_1 | 116 |
| xor2_1 | 356 |
| nand4_1 | 126 |
| nand2b_1 | 110 |
| ha_1 | 1088 |
| clkdlybuf4s50_1 | 115 |
| o21ai_0 | 492 |
| xnor2_1 | 569 |
| o21a_1 | 239 |
| nor3_1 | 328 |
| or2_2 | 85 |
| dfxtp_1 | 129 |
| nor2_1 | 1010 |
| or3_1 | 126 |
| nand3_1 | 278 |
| buf_4 | 196 |
| a31oi_1 | 148 |
| nor2b_1 | 127 |
| inv_1 | 352 |
| mux2_2 | 123 |
| a21o_1 | 328 |
| nand2_1 | 928 |
[power by group]
| group | internal, mW | switching [mW] | total (mW) |
|---|---|---|---|
| Clock | 0.00963 | 0.00812 | 0.0178 |
| Combinational | 0.00119 | 0.000798 | 0.00202 |
| Sequential | 0.0153 | 0.000000000105 | 0.0153 |
| Total | 0.0262 | 0.00892 | 0.0351 |
[through the flow]
stage / cell area (sq um) / setup WS, ns / cells / hold slack [ns]
after CTS: 71970 / 172.64 / 12450 / 0.4365
after global routing: 71970 / 164.71 / 12450 / 0.4589
after floorplan: 66010 / 190.63 / 9582 / 0.3718
final: 71980 / 170.07 / 12450 / 0.4297
after global placement: 71430 / 173.46 / 12420 / 0.4187
after detailed placement: 71430 / 173.52 / 12420 / 0.4248
[registers in the layout, summed over array words and instances, names as in the netlist]
signal	flops
y_sum	32
dut.en_out	1
dut.frames	32
counter	32
ready	1
x_sum	32
[worst max-delay path by stage]
stage / startpoint / endpoint / slack [ns]
6_report: counter[0] / COORDINATE[14] / 170.07
5_1_grt: counter[0] / COORDINATE[14] / 164.71
4_1_cts: counter[0] / COORDINATE[14] / 172.64
[layer usage]
layer / vias up / GRT usage [%] / share of wire (%)
met4: 0 / 5.960 / 3.2
met5: - / 0 / 0
met2: 2803 / 35.75 / 42
met3: 461 / 5.112 / 9.4
met1: 33260 / 33.47 / 45
li1: 35550 / - / -
[critical path, delay by kind of cell, from the launching register on]
kind                     cells  cell delay, ns
buffers and inverters       26            7.23
AND/OR/NAND/NOR             91           25.64
XOR/XNOR                     2            1.25
AND-OR/OR-AND              184           52.82
adder cells (fa/ha/maj)     33           10.83
flip-flops                   1            0.47
multiplexers                 3            1.18
[final cells by class]
class | count | area share, %
inverters | 360 | 1.881
diodes | 5 | 0.01738
clock buffers | 18 | 0.6101
flip-flops and latches | 130 | 3.617
well taps | 2854 | 4.961
repair buffers | 315 | 3.754
clock inverters | 14 | 0.1477
multi-input cells | 8758 | 85.01
